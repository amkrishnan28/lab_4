$ cat flow/design.v
`timescale 1ns / 1ps
module debouncer(input button, input clk, output btn_state);
reg tempstate = 0;
reg [15:0] counter;
initial begin
counter = 0;
end
always @ (posedge clk) begin
if (button == 0) 
    begin
        counter <=0;
        tempstate <= 0;
    end
    else
    begin
        if (counter < 16'b1111_1111_1111_1111)begin
            counter <= counter + 1;
        end
        else begin
            tempstate <= 1;
            counter <= 0;
        end
    end
end
assign btn_state = tempstate; 
endmodule
$ cat flow/run.sh
#!/bin/bash
# OpenROAD 26Q1-2900-gdf79404cd8, Yosys 0.63+post, stock flow scripts
make -C /OpenROAD-flow-scripts/flow DESIGN_CONFIG=/design/flow/config.mk WORK_HOME=/design/flow/orfs finish
$ cat flow/config.mk
export PLATFORM = sky130hd
export DESIGN_NAME = debouncer
export DESIGN_NICKNAME = debouncer
export VERILOG_FILES = /design/flow/design.v
export SDC_FILE = /design/flow/constraint.sdc
export NUM_CORES = 4
export LEC_CHECK = 1
export CORE_AREA = 10 10 88 88
export DIE_AREA = 0 0 98 98
$ cat flow/constraint.sdc
current_design debouncer

set clk_period 4.3
set clk_io_pct 0.2

create_clock -name clk0 -period $clk_period [get_ports {clk}]

set non_clock_inputs [all_inputs -no_clocks]
set_input_delay [expr $clk_period * $clk_io_pct] -clock clk0 $non_clock_inputs
set_output_delay [expr $clk_period * $clk_io_pct] -clock clk0 [all_outputs]
==> qor.json <==
{
  "run_status": "complete, no violations",
  "worst_skew_pair.late_latency_ps": 250,
  "fmaxAchievable_mhz": 526,
  "viasPerCell": 3.24,
  "power.switching_uw": 59.2,
  "switching_share_pct": 20.6,
  "htree_levels": 1,
  "synth.yosys.chip_area_um2": 768,
  "synth.cell_area_um2": 768,
  "worst-path-max-fanout": 2,
  "antenna-diode-count": 0,
  "yosys.cell_types.count": 24,
  "initialDrtViolationCount": 20,
  "final_hold_viol_count": 0,
  "period_needed_ps": 1900,
  "power_per_cell_area_mw_per_mm2": 312,
  "synth.comb.largest_family": "simple AND/OR/NAND/NOR gates",
  "global_route_track_usage_on_met3_pct": 1.21,
  "max_cap_viols": 0,
  "final_cell_area_um2": 917,
  "slew_violations": 0,
  "critical_path_required_ps": 3440,
  "yosysWarningCount": 1,
  "core_region_area_mm2": 0.00592,
  "setup_violations": 0,
  "timing_worst_setup_path_type": "flop to output port",
  "die_wd_um": 98,
  "ys_cells": 77,
  "core_util_floorplan_pct": 13.0,
  "clock_tree.root_cell": "clkbuf_8",
  "number_of_flops_mapped_to_enable_cells_by_yosys": 0,
  "static_leakage_nw": 0.313,
  "synthMostInstantiatedCell": "dfxtp_1",
  "tritoncts.num_buffers": 3,
  "top_level_ports": 3,
  "worst_setup_slack_before_clock_tree_synthesis_ps": 2460,
  "cts_hold_repair.buffers": 0,
  "clk_transition_reported_paths_ps": 60,
  "post_synth_inst_count": 77,
  "placed_inst_area_um2": 871,
  "wl_um": 1180,
  "synth_simple_gate_area_share_pct": 34.2,
  "fraction_of_final_layout_cells_with_drive_strength_greater_than_1_pct": 14.6,
  "critical_path.top_delay_family": "buffers and inverters",
  "growth_of_design_area_from_synthesis_to_finish_pct": 19.4,
  "tightest_slew_ps": 262,
  "globalRouteMet1Util_pct": 3.23,
  "synthTopCellsByCount": "dfxtp_1, nor2_1, xor2_1, xnor2_1",
  "wire_length_of_the_first_global_routing_pass_um": 2160,
  "clock_power_share_pct": 40.8,
  "tns_ps": 0,
  "endpoint_kind": "output port",
  "grt_setup_unrepaired": "false",
  "cp_num_buf_inv": 1,
  "globalRouteTotalUtil_pct": 2.54,
  "detailed_route_drc_error_count": 0,
  "drt_pass1_iterations": 4,
  "cts_sinks": 17,
  "max-clock-path-buffers": 2,
  "gpl.final_weighted_congestion": 0.751,
  "post_cts.repair.setup_buffers": 0,
  "top_area_cells_in_the_synthesized_netlist": "dfxtp_1, xor2_1, nor2_1",
  "synth_area_per_cell_um2": 9.98,
  "antenna_found_initial": 0,
  "worst_clock_skew_ps": 6.20,
  "post-synth-top-area-cell": "dfxtp_1",
  "share_comb_of_total_power_pct": 2.6,
  "tool_warnings": 25,
  "ys_ff": 17,
  "dp_hpwl_um": 855,
  "die_y_um": 98,
  "aoi_share_pct": 2.61,
  "cp_slowest_stage_delay_ps": 470,
  "xor_xnor_area_share_pct": 14.8,
  "worstPathCellList": "clkdlybuf4s50_1",
  "most_used_dff_post_synth": "dfxtp_1",
  "power_report.internal_total_uw": 227,
  "min_period_over_period_pct": 44.2,
  "seq_area_frac_synth_pct": 44.3,
  "seq_power_share_pct": 56.6,
  "antenna_violating_nets_post_route": 0,
  "top_usage_layer": "met2",
  "routed-via-count": 509,
  "muxShareOfSynthArea_pct": 0,
  "std_cell_rows": 28,
  "share_of_flip_flops_with_an_asynchronous_set_or_reset_after_synthesis_pct": 0,
  "max-vdd-ir-drop_mv": 0.253,
  "cts_resized": 0,
  "chip_area_mm2": 0.00960,
  "post-route-worst-setup-slack_ps": 2400,
  "route.detailed.wl_per_inst_um": 7.52,
  "tritoncts": "built",
  "hp-class": "flop to flop",
  "synth_adder_area_share_pct": 1.63,
  "grt_start_max_net_pins": 13,
  "first_global_vias": 498,
  "grt_remaining_overflow": 0,
  "numPortBuffers": 2,
  "critPathLaunchType": "flop",
  "crit_arrival_ps": 1040,
  "slowest_stage": "clkdlybuf4s50_1",
  "relSlewSlack_pct": 82.5,
  "grt_use_met2_pct": 3.96,
  "yosys.area.top_type_share_pct": 44.3
}
## per-stage QoR
stage	power, mW	instances	hold WS (ps)	utilization [%]
after detailed placement	0.173	153	459	14.7
after floorplan	0.171	77	418	-
after global placement	0.173	153	453	14.7
after CTS	0.290	157	476	15.5
final	0.287	157	472	15.5
after global routing	0.297	157	501	15.5
## power groups by stage
| stage | clock (mW) | sequential [mW] | combinational (mW) |
|---|---|---|---|
| CTS | 0.120 | 0.162 | 0.00762 |
| finish | 0.117 | 0.162 | 0.00751 |
| global route | 0.126 | 0.162 | 0.00875 |
## cell type report
class                      count  area [um2]
sequential                    17         340
clock inverter                 1        5.00
fill                         649        5000
inverter                       2        7.51
tap                           75        93.8
clock buffer                   3        41.3
multi-input combinational     57         409
timing repair buffer           2        20.0
## flip-flops by register name (all words and copies together) (netlist names)
signal and flops:
tempstate 1, counter 16
## path summary, 6_finish.rpt
check	from	end	slack, ps	depth (start not counted)
worst max-delay path	tempstate$_SDFFE_PN0P_	btn_state	2400	1
worst min-delay path	tempstate$_SDFFE_PN0P_	tempstate$_SDFFE_PN0P_	470	1
worst max register to register	counter[0]$_SDFF_PN0_	counter[9]$_SDFF_PN0_	2660	5
worst min register to register	tempstate$_SDFFE_PN0P_	tempstate$_SDFFE_PN0P_	470	1
## logic make-up (layout without fill, tap and decap cells)
group / after synthesis / in the layout
flops: 17 / 17
buf+inv: 3 / 8
compound gates: 3 / 3
simple gates: 40 / 40
xor+xnor: 13 / 13
fa+ha+maj: 1 / 1
## layout by cell type (no fill, tap or decap), types with 2 or more instances in the layout
cell,Yosys,final
nand3_1,4,4
nor4b_2,2,2
nor4_2,2,2
nor3_1,2,2
and4_1,2,2
nand2_1,4,4
nand4_1,2,2
inv_1,2,2
and2_1,3,3
xor2_1,8,8
clkdlybuf4s50_1,0,2
dfxtp_1,17,17
xnor2_1,5,5
clkbuf_8,0,3
nor2_1,13,13
## metal layers
layer / part of all wire [%] / up-vias
li1: - / 273
met1: 54 / 227
met2: 40 / 9
met3: 6.4 / 0
met4: 0 / 0
met5: 0 / -
Power is estimated from default activity; no workload was simulated.
