[flow/design.v]
`timescale 1ns / 1ps
module atm(
    input wire clock,
    input wire ones,
    input wire twos,
    input wire fives,
    input wire tens,
    input wire twenties,
    input wire fifties,
    input wire hundreds,
    input wire fiveHundreds,
    input wire thousands,
    output reg [31:0] endAmount
);
    initial begin
        endAmount = 0;
    end
    always @ (posedge clock) begin
          endAmount = 0;
          if(ones) begin
                endAmount = endAmount + 1;
          end
          if(twos) begin
            endAmount = endAmount + 2;
          end
          if(fives) begin
            endAmount = endAmount + 5;
          end
          if(tens) begin
            endAmount = endAmount + 10;
          end
          if(twenties) begin
            endAmount = endAmount + 20;
          end
          if(fifties) begin
            endAmount = endAmount + 50;
          end
          if(hundreds) begin
            endAmount = endAmount + 100;
          end
          if(fiveHundreds) begin
            endAmount = endAmount + 500;
          end
          if(thousands) begin
            endAmount = endAmount + 1000;
          end
    end
endmodule
[flow/run.sh]
#!/bin/bash
# OpenROAD 26Q1-2900-gdf79404cd8, Yosys 0.63+post, stock flow scripts
make -C /OpenROAD-flow-scripts/flow DESIGN_CONFIG=/design/flow/config.mk WORK_HOME=/design/flow/orfs finish
[flow/config.mk]
export PLATFORM = sky130hd
export DESIGN_NAME = atm
export DESIGN_NICKNAME = atm
export VERILOG_FILES = /design/flow/design.v
export SDC_FILE = /design/flow/constraint.sdc
export NUM_CORES = 4
export LEC_CHECK = 1
export CORE_AREA = 10 10 94 94
export DIE_AREA = 0 0 104 104
[flow/constraint.sdc]
current_design atm

set clk_period 7.8
set clk_io_pct 0.2

create_clock -name clk0 -period $clk_period [get_ports {clock}]

set non_clock_inputs [all_inputs -no_clocks]
set_input_delay [expr $clk_period * $clk_io_pct] -clock clk0 $non_clock_inputs
set_output_delay [expr $clk_period * $clk_io_pct] -clock clk0 [all_outputs]
==> notes.md <==
Notes on the physical design

The share of total power dissipated in combinational logic is 0.596. The design draws around 0.34 mW. The x dimension of the die is between 100 and 150 microns.

The final antenna diode tally reported by the flow is 0. Following the worst setup path forward leads to its endpoint at endAmount[9]. The number of vias per cell after detailed routing is 3.85. The number of gates resized after cts is 0. between 40 and 50 I/O pins were placed. The chip area estimate from yosys synthesis is about 1400 sq um. The critical path starts at ones. Post-CTS timing repair inserted 0 buffers for setup.

The net switching power of the design is 0.128 mW. The via count of the first global-routing pass is about 1100. The internal power component is approximately 0.22 mW. TritonCTS built the clock tree. CTS reports a maximum clock tree buffer depth of 2. The adder-cell area share of the yosys netlist is 0.0731. The script computed a power per unit cell area of about 210 nW/um^2. The number of slew-limit violations in the final report is 0. The arrival time of data at the critical path endpoint is around 7 ns. The critical path data required time is 7.92 ns.

The tool flagged a number of max-cap violations equal to 0. After synthesis the netlist holds a flip-flop and latch count of 11. The post-synthesis area per instance is around 8.4 sq um. The flow ran to the end, and the final reports show no timing, DRC or antenna violations. Summed over all cells, the static leakage comes to 0.668 nW. The DRC violation total left in the routed layout is recorded as 0.

The chip area is between 10000 and 15000 sq um. Measured against the total synthesized area, the mux share comes to 0.00731. In this run the VDD rail shows a maximum IR drop of roughly 0.049 mV. The maximum clock frequency is ~140 MHz. The yosys warning tally is 1. Looking at the worst setup and hold paths, the clock pins of their registers show a slew of 0.05 ns. The share of total power dissipated in sequential elements is 0.235. After filler insertion, the fill cell instance count of the layout stands at approximately 760.

Detailed-route iteration 0 reported a violation count of 21. Summing all flip-flop and latch instances after layout gives approximately 220 sq um. Final hold analysis gives a worst-case slack of roughly 1.9 ns. Detailed placement reports a standard cell area of 1580 sq um. The most used flip-flop cell after synthesis is dfxtp_1.

The sequential share of the synthesized area is 0.161. The final number of hold-violating endpoints is 0. The core area is 6830 sq um. The number of antenna-violating nets in the routed design is 0. The smallest clock period supported by the final layout is computed as roughly 7.0 ns. The worst setup path is captured at a flip-flop.

The number of buffer cells added on primary ports is 20. The initial antenna violation count was 0. The post-cts hold-fix buffer tally is 0. The initial core utilization is 0.200. In this run, the synthesized area fraction spent on AND-OR/OR-AND gates is recorded as 0.240.

The post-detailed-route wirelength per cell is 10.4 microns. The multi-input combinational cells in the finished layout cover a total of slightly below 1000 sq um. The largest net degree at the start of global routing is 12. The final weighted congestion in routability-driven placement is 0.819. The total negative slack for setup checks is 0 ns. The share of synthesized area in the top cell type comes to 0.161.

The cell count after synthesis came out at 162. The path type of the worst min-delay path is input port to flip-flop. After legalization and detailed placement, the total HPWL measured ~2400 microns. The number of flip-flops in the largest register is 11. The power report attributes to the clock group a share of 0.168. The root buffer cell chosen for the clock tree is clkbuf_8. The via total after detailed routing is ~1100. The final report lists a non-filler cell total of roughly 280.

The remaining global-route overflow is 0. By count the netlist is led by buf_4 (23), a21oi_1 (11), dfxtp_1 (11), inv_1 (11), nand2_1 (9). Post-route period utilization is reported as 0.899. The cell-mix breakdown from Yosys lists the simple-gate area share as 0.179.

Row generation in the floorplan step produced 30 rows. Setup repair after global routing left no endpoint under its margin. The final cell area excluding filler cells is between 1500 and 2000 sq um. In this run the worst path has a maximum fanout of 6. The switching part of the total power is 0.372.

The number of cells in Yosys stat is between 150 and 200. The tool warning count is 25. For this run, asynchronously set or reset flops after synthesis account for 0. Yosys mapped a number of flops with a built-in enable equal to 0. The netlist area before placement is 1370 sq um. Counting the buffers created by CTS gives 3. By area the synthesized netlist is led by dfxtp_1 (16%), buf_4 (13%), ha_1 (7.3%). The tally of unique sky130hd cells used after synthesis is 50.

Of the cells placed in the final design, the portion with a size suffix greater than 1 is 0.122. Between the synthesized netlist and the finished layout, the area growth was recorded as 18.7%. The wire length of the first global-routing pass is 5010 microns. The overall routed net length is between 2000 and 3000 microns. CTS built an H-tree with a depth of 1. The number of clock sinks seen by CTS is 11. STA classifies the critical path startpoint as an input port. The end-of-flow timing check tallies setup violations at 0. Grouping non-sequential cells by family puts the most area in AND-OR/OR-AND gates.

For this run, the detailed router's first-pass iteration total came to 4. The synthesized-area fraction occupied by xor and xnor cells is 0.166. The vertical die size is 104 microns. Among all cell types in the netlist, the one instantiated most often is buf_4.

By startpoint and endpoint, the worst setup path is classified as input port to flip-flop. Summed over all routing layers, the global router reports a total usage of 0.0522. The count of placed standard cells including taps is between 200 and 300.

The biggest area consumer among synthesized cells is dfxtp_1.
==> layer usage <==
layer	GRT usage	vias up	part of all wire
met5	0	-	0
met4	0.0109	0	0.019
met3	0.0144	2	0.065
met2	0.0874	24	0.46
met1	0.0654	481	0.46
li1	-	560	-
==> per-stage QoR <==
stage	setup slack, ns	utilization
2_1_floorplan	1.45	-
3_3_place_gp	0.639	0.231
3_5_place_dp	0.560	0.231
4_1_cts	0.774	0.238
5_1_grt	0.263	0.238
6_report	0.784	0.238
==> logic make-up after synthesis <==
group / count (synthesis)
xor gates and xnor gates: 20
muxes: 1
and+or+nand+nor: 42
DFF: 11
adders and majority gates: 8
other: 1
AOI/OAI and AO/OA: 42
buffers and inverters: 37
==> cells in the final DEF (no fill, tap or decap), types with 2 or more instances in the layout <==
cell / synthesis / layout
clkdlybuf4s50_1: 0 / 20
nor2_1: 5 / 5
a31oi_1: 3 / 3
clkbuf_8: 0 / 3
and2_1: 2 / 2
nand2b_1: 6 / 6
nand2_1: 9 / 9
conb_1: 1 / 21
o31ai_1: 2 / 2
nand3_1: 2 / 2
nand4_1: 2 / 2
inv_1: 11 / 11
a21o_1: 2 / 2
a21oi_2: 2 / 2
dfxtp_1: 11 / 11
xor2_2: 2 / 2
o21ai_0: 7 / 7
o31ai_4: 2 / 2
xnor2_1: 7 / 7
nor2b_1: 4 / 4
a21oi_1: 11 / 11
or3_1: 3 / 3
xor2_1: 6 / 6
xnor2_2: 5 / 5
ha_1: 8 / 8
==> cell type report <==
| type | count | area share |
|---|---|---|
| multi-input cells | 134 | 0.610 |
| flip-flops and latches | 11 | 0.135 |
| repair buffers | 21 | 0.128 |
| well taps | 96 | 0.0739 |
| clock buffers | 4 | 0.0277 |
| inverters | 11 | 0.0254 |
==> worst max-delay path: stages <==
cell and delay [ns]:
clkdlybuf4s50_1 0.43, ha_1 0.30, mux2i_1 0.21, inv_1 0.09
ha_1 0.18, inv_1 0.05, ha_1 0.12, and2b_1 0.23
or2_2 0.29, ha_1 0.28, nand2b_1 0.21, o31ai_4 0.14
xnor2_1 0.14, ha_1 0.28, nand2b_1 0.09, o31ai_1 0.09
a211oi_2 0.45, ha_1 0.27, nand2b_1 0.21, xor2_1 0.24
inv_1 0.07, ha_1 0.20, nor2_1 0.32, inv_1 0.10
or3_1 0.37, a21oi_1 0.12, o21ai_0 0.09
==> power by group through the flow <==
| stage | clock network, mW | registers (mW) | logic [mW] |
|---|---|---|---|
| final | 0.0577 | 0.0807 | 0.204 |
| after CTS | 0.0610 | 0.0811 | 0.207 |
| after global routing | 0.0639 | 0.0832 | 0.233 |
==> worst min path at each step <==
stage	startpoint	end	slack, ns	cells past startpoint
after CTS	ones	endAmount[0]	1.92	2
after global routing	ones	endAmount[0]	1.93	2
final	ones	endAmount[0]	1.92	2
Power and IR drop assume default switching activity.
